$ cat config.mk
export PLATFORM = sky130hd
export DESIGN_NAME = pixel_converter
export DESIGN_NICKNAME = pixel_converter
export VERILOG_FILES = /design/flow/design.v
export SDC_FILE = /design/flow/constraint.sdc
export NUM_CORES = 4
export LEC_CHECK = 1
export CORE_UTILIZATION = 30
$ cat constraint.sdc
current_design pixel_converter

set clk_period 5.9
set clk_io_pct 0.2

create_clock -name clk0 -period $clk_period [get_ports {clk}]

set non_clock_inputs [all_inputs -no_clocks]
set_input_delay [expr $clk_period * $clk_io_pct] -clock clk0 $non_clock_inputs
set_output_delay [expr $clk_period * $clk_io_pct] -clock clk0 [all_outputs]
$ cat design.v
module pixel_converter(
    input clk,
    input rst_n,
    input flush_i,
    input [1:0] bitcfg_i,                 
    input  fifo_valid_i,
    output fifo_ready_o,                    
    input [31:0] fifo_data_i,             
    output pixel_valid_o,
    input  pixel_ready_i,
    output [23:0] pixel_data_o
  );
  reg [1:0] pixel_wptr_q;
  reg [1:0] pixel_rptr_q;
  reg [2:0] pixel_cnt_q;
  reg [3:0][23:0] fifo_q;
  wire double_write_w = pixel_wptr_q == 2'b10 || bitcfg_i[1];
  always_ff @(posedge clk) begin
    if(~rst_n || flush_i) begin
      pixel_wptr_q <= '0;
    end
    else
      if(fifo_valid_i && fifo_ready_o) begin
        pixel_wptr_q <= double_write_w ? {~pixel_wptr_q[1], 1'b0} : (pixel_wptr_q + 2'd1);
      end
  end
  always_ff @(posedge clk) begin
    if(~rst_n || flush_i) begin
      pixel_rptr_q <= '0;
    end
    else
      if(pixel_valid_o && pixel_ready_i) begin
        pixel_rptr_q <= pixel_rptr_q + 2'b01;
      end
  end
  always_ff @(posedge clk) begin
    if(~rst_n || flush_i) begin
      pixel_cnt_q <= '0;
    end
    else begin
      if((fifo_valid_i && fifo_ready_o) && !(pixel_valid_o && pixel_ready_i)) begin
        if(double_write_w) begin
          pixel_cnt_q <= pixel_cnt_q + 3'd2;
        end
        else begin
          pixel_cnt_q <= pixel_cnt_q + 3'd1;
        end
      end
      else if((fifo_valid_i && fifo_ready_o) && (pixel_valid_o && pixel_ready_i)) begin
        if(double_write_w) begin
          pixel_cnt_q <= pixel_cnt_q + 3'd1;
        end
      end
      else if(pixel_valid_o && pixel_ready_i) begin
        pixel_cnt_q <= pixel_cnt_q - 3'd1;
      end
    end
  end
  assign fifo_ready_o  = pixel_cnt_q < 3'd2;
  assign pixel_valid_o = pixel_cnt_q > 3'd0;
  assign pixel_data_o = fifo_q[pixel_rptr_q];
  always_ff @(posedge clk) begin
    if(fifo_valid_i && fifo_ready_o) begin
      if(pixel_wptr_q == 2'b00) begin
        if(bitcfg_i[1]) begin  
          fifo_q[0] <= {fifo_data_i[15:11],3'd0,fifo_data_i[10:5],2'd0,fifo_data_i[4:0],3'd0};
          fifo_q[1] <= {fifo_data_i[16+15:16+11],3'd0,fifo_data_i[16+10:16+5],2'd0,fifo_data_i[16+4:16+0],3'd0};
        end
        else begin
          fifo_q[0][23:16] <= fifo_data_i[7:0];
          fifo_q[0][15:8] <= fifo_data_i[15:8];
          fifo_q[0][7:0] <= fifo_data_i[23:16];
          fifo_q[1][23:16] <= fifo_data_i[31:24];
        end
      end
      else if(pixel_wptr_q == 2'b01) begin
        fifo_q[1][15:8] <= fifo_data_i[7:0];
        fifo_q[1][7:0] <= fifo_data_i[15:8];
        fifo_q[2][23:16] <= fifo_data_i[23:16];
        fifo_q[2][15:8] <= fifo_data_i[31:24];
      end
      else if(pixel_wptr_q == 2'b10) begin
        if(bitcfg_i[1]) begin  
          fifo_q[2] <= {fifo_data_i[15:11],3'd0,fifo_data_i[10:5],2'd0,fifo_data_i[4:0],3'd0};
          fifo_q[3] <= {fifo_data_i[16+15:16+11],3'd0,fifo_data_i[16+10:16+5],2'd0,fifo_data_i[16+4:16+0],3'd0};
        end
        else begin
          fifo_q[2][7:0] <= fifo_data_i[7:0];
          fifo_q[3][23:16] <= fifo_data_i[15:8];
          fifo_q[3][15:8] <= fifo_data_i[23:16];
          fifo_q[3][7:0] <= fifo_data_i[31:24];
        end
      end
    end
  end
endmodule
$ cat run.sh
#!/bin/bash
# OpenROAD 26Q1-2900-gdf79404cd8, Yosys 0.63+post, stock flow scripts
make -C /OpenROAD-flow-scripts/flow DESIGN_CONFIG=/design/flow/config.mk WORK_HOME=/design/flow/orfs finish
==> out/qor.csv <==
metric,value,unit
status,"finished, final reports clean",
insertion_delay,340,ps
tool_warnings,30,
required,4720,ps
ys.flops,103,
fp-row-count,46,
power.density,281,nW/um^2
clockBufferDepth,2,
logic_area,1720,sq um
die_y,129,um
synth-xor-area-share,0.722,%
syn_inst,328,
netlist_area,4850,sq um
fp_util,30.7,%
wl,10.4,mm
dr.pass1.iters,4,
cts_root_buf,clkbuf_16,
clock-sinks,103,
h-tree-depth,3,
rsz0062_at_grt,false,
critical_path.max_fanout,24,
largest_area_cell,edfxtp_1,
port_buffers,63,
setup_viol,0,
flop_area,3020,sq um
antenna_found_initial,0,
cts_buffers,9,
post_drt_wl_per_cell,16.9,um
yosysUniqueCellTypes,41,
min_period,3390,ps
chip_area,16700,sq um
final_cell_count_no_fill,613,
grt_max_degree,65,
drt-initial-drc-count,173,
aoi_share,2.29,%
fillers,1481,
clkTransAtPathRegs,60,ps
ctsResizeCount,0,
die_width,129,um
fin_util,38.4,%
overflow,0,
mux_area_share,17.8,%
edf_count,96,
vias,2873,
cp-end-kind,output port,
synth-simple-area-share,12.6,%
synthTopCellsByCount,"96 x edfxtp_1, 58 x nand2_1, 27 x mux2_2",
dp_cells,598,
track_usage,14.0,%
top_area_share,59.4,%
logic_family,multiplexers,
grt_pass1_wl,16.6,mm
p_leak,2.10,nW
ys_area,4850,sq um
postCtsHoldBufs,0,
postCtsSetupBuffers,0,
drtAntennaViolNets,0,
io_pins,65,
layout-drive-gt1-share,21.2,%
synth-async-reset-ratio,0,%
critPathKind,flip-flop to output port,
fmax,295,MHz
yosysWarnings,1,
drc,0,
post-route-period-util,57.5,%
worstMarginPinSlew,628,ps
worst_hold_slack,520,ps
max_cap_viol_count,0,
finClkSkew,6.51,ps
grt_pass1_vias,2994,
hpwl,6.62,mm
peakVddDrop,0.000157,V
synth_area_per_cell,14.8,sq um
setup-tns-final,0,ps
via_per_inst,4.69,
cts_tree,yes,
slew_violations,0,
hold_viol,0,
cp-start-kind,flip-flop,
cp.arrival,2210,ps
num_antenna_cells,0,
worstHoldPathType,flip-flop to flip-flop,
core-area,15800,sq um
slew-limit-headroom,58.1,%
area_leaders,"edfxtp_1 59%, mux4_2 11%, mux2_2 6.3%",
p_total,1.71,mW
gp_congestion,0.815,
ys_seq_share,62.3,%
top_cell,edfxtp_1,
ys_cells,328,
ff_type,edfxtp_1,
adder_share,1.80,%
area_growth,25.1,%
through the flow:
stage,worst slack [ps],area (sq um)
global placement,2840,5740
CTS,2470,6070
finish,2510,6070
floorplan,564,4850
global route,2360,6070
detailed placement,2830,5740
cells by family after synthesis:
group	after synthesis
and+or+nand+nor	120
DFF	103
muxes	53
buffers and inverters	25
AOI/OAI and AO/OA	16
adders and majority gates	7
xor gates and xnor gates	4
worst max-delay path, cell delays in order (launching register included):
cell and delay (ps):
dfxtp_2 350, buf_4 460, mux4_2 570, clkdlybuf4s50_1 490
final timing paths:
path                   startpoint  cells after the start  slack (ps)               end
hold reg to reg   pixel_rptr_q[1]                      2         520   pixel_rptr_q[1]
hold / removal    pixel_rptr_q[1]                      2         520   pixel_rptr_q[1]
setup / recovery  pixel_rptr_q[0]                      3        2510  pixel_data_o[12]
setup reg to reg   pixel_cnt_q[2]                      5        3810        fifo_q[91]
where the power goes:
part | switching (mW) | internal (mW) | total [mW]
Combinational | 0.0896 | 0.110 | 0.200
Clock | 0.251 | 0.411 | 0.662
Sequential | 0.00791 | 0.837 | 0.844
Total | 0.348 | 1.36 | 1.71
per-layer routing:
layer	part of all wire, %	wire length [um]	vias to the layer above	GRT usage (%)
met5	0	0	-	0
met4	0.97	101	0	1.04
met3	10	1040	8	6.81
met2	47	4860	127	21.6
met1	42	4380	1385	19.5
li1	-	-	1353	-
sequential cells by signal, indices dropped and copies added, names as in the netlist:
| register | count |
|---|---|
| pixel_rptr_q | 2 |
| pixel_wptr_q | 2 |
| fifo_q | 96 |
| pixel_cnt_q | 3 |
final cells by class:
| type | count | share of cell area [%] |
|---|---|---|
| clock buffer | 9 | 3.71 |
| clock inverter | 6 | 1.81 |
| inverter | 6 | 0.371 |
| sequential | 103 | 49.8 |
| multi-input combinational | 200 | 28.3 |
| tap | 216 | 4.45 |
| timing repair buffer | 73 | 11.5 |
cells in the final DEF, fill, tap and decap left out, types with 2 or more instances in the layout:
cell type	n
edfxtp_1	96
bufinv_16	3
nand2_1	58
buf_4	10
and2_1	6
a31oi_1	3
xnor2_1	3
and3_1	2
inv_1	6
ha_1	7
dfxtp_1	6
o21ai_0	3
mux2i_1	2
mux4_2	24
a21o_1	2
clkinvlp_4	2
nor2b_1	17
clkdlybuf4s50_1	62
clkbuf_16	9
nand2b_1	16
nand3_1	2
mux2_2	27
nor2_1	7
nor3_1	2
Power is estimated from default activity; no workload was simulated.
